--- design.v ---
module proj5_bruno_5 (
    input  logic        clk,
    input  logic        reset,
    input  logic        INI,
    input  logic [15:0] A,
    input  logic [7:0]  B,
    output logic        OCUP,
    output logic        P,
    output logic [15:0] R,
    output logic [7:0]  REM
);
    typedef enum logic [2:0] {
        S_IDLE, S_LOAD, S_COMP, S_CALC, S_OUTPUT
    } state_t;
    state_t current_state, next_state;
    logic [15:0] A_reg;
    logic [7:0]  B_reg;
    logic [15:0] count;
    logic a_reg_load;
    logic b_reg_load;
    logic result_load;
    logic result_clear;
    logic count_clear;
    logic count_inc;
    logic mux_sel;
    logic [15:0] a_reg_input;
    logic [15:0] sub_out;
    logic        a_reg_less_than_b_reg;
    assign sub_out = A_reg - {8'b0, B_reg};
    assign a_reg_less_than_b_reg = A_reg < {8'b0, B_reg};
    assign a_reg_input = (mux_sel == 1'b0) ? A : sub_out;
    always_comb begin
        next_state   = current_state;
        P            = 1'b0;
        OCUP         = 1'b0;
        a_reg_load   = 1'b0;
        b_reg_load   = 1'b0;
        result_load  = 1'b0;
        result_clear = 1'b0;
        count_clear  = 1'b0;
        count_inc    = 1'b0;
        mux_sel      = 1'b0;
        case (current_state)
            S_IDLE: begin
                OCUP = 1'b0;
                if (INI) begin
                    next_state   = S_LOAD;
                    mux_sel      = 1'b0;
                    a_reg_load   = 1'b1;
                    b_reg_load   = 1'b1;
                    count_clear  = 1'b1;
                    result_clear = 1'b1;
                end
            end
            S_LOAD: begin
                OCUP        = 1'b1;
                next_state  = S_COMP;
            end
            S_COMP: begin
                OCUP = 1'b1;
                if (a_reg_less_than_b_reg) next_state = S_OUTPUT;
                else                       next_state = S_CALC;
            end
            S_CALC: begin
                OCUP       = 1'b1;
                mux_sel    = 1'b1;
                a_reg_load = 1'b1;
                count_inc  = 1'b1;
                next_state = S_COMP;
            end
            S_OUTPUT: begin
                OCUP         = 1'b0;
                P            = 1'b1;
                result_load  = 1'b1;
                next_state   = S_IDLE;
            end
            default: begin
                next_state = S_IDLE;
            end
        endcase
    end
    always_ff @(posedge clk, negedge reset) begin
        if (!reset) begin
            current_state <= S_IDLE;
            A_reg <= 16'd0;
            B_reg <= 8'd0;
            count <= 16'd0;
            R     <= 16'd0;
            REM   <= 8'd0;
        end else begin
            current_state <= next_state;
            if (a_reg_load)   A_reg <= a_reg_input;
            if (b_reg_load)   B_reg <= B;
            if (count_clear)  count <= 16'd0;
            else if (count_inc) count <= count + 1;
            if (result_clear) begin
                R <= 16'd0;
                REM <= 8'd0;
            end else if (result_load) begin
                R <= count;
                REM <= A_reg[7:0];
            end
        end
    end
endmodule
--- run.sh ---
#!/bin/bash
# OpenROAD 26Q1-2900-gdf79404cd8, Yosys 0.63+post, stock flow scripts
make -C /OpenROAD-flow-scripts/flow DESIGN_CONFIG=/design/flow/config.mk WORK_HOME=/design/flow/orfs finish
--- config.mk ---
export PLATFORM = sky130hd
export DESIGN_NAME = proj5_bruno_5
export DESIGN_NICKNAME = proj5_bruno_5
export VERILOG_FILES = /design/flow/design.v
export SDC_FILE = /design/flow/constraint.sdc
export NUM_CORES = 4
export LEC_CHECK = 1
export CORE_UTILIZATION = 50
--- constraint.sdc ---
current_design proj5_bruno_5

set clk_period 3.8
set clk_io_pct 0.2

create_clock -name clk0 -period $clk_period [get_ports {clk}]

set non_clock_inputs [all_inputs -no_clocks]
set_input_delay [expr $clk_period * $clk_io_pct] -clock clk0 $non_clock_inputs
set_output_delay [expr $clk_period * $clk_io_pct] -clock clk0 [all_outputs]
==> results.cfg <==
; yosys + openroad results
[timing]
hold_viol_final = 0
slew_headroom_pct = 63.7
fin_crit_ns = 2.49
drv_slew = 0
period_used_pct = 65.6
finClkSkew_ns = 0.0130
fin_tns_setup_ns = 0
finalSetupViolCount = 0
worst_slew_pin_slew_ns = 0.543
max_freq_mhz = 401
rsz0062_at_grt = false

[finish]
fill_cells = 521
synthToLayoutAreaGrowth_pct = 23.0
drive_gt1_share_pct = 7.16
final_core_util_pct = 64.8

[global_route]
antenna_found_initial = 0
grt-ovfl-total = 0
grt_pass1_wl_um = 11200
grt_usage_pct = 20.6
first_global_vias = 2350
grt_max_degree = 42

[setup_path]
critPathKind = in -> reg
cp_slowest_cell = clkdlybuf4s50_1
r2r_slack_ns = 1.50
cp_common_cell = nand2_1
worstPathArrival_ns = 2.71
required_ns = 4.02
cp-start-kind = input pin
cp_cell_sequence = clkdlybuf4s50_1 > nand2_1 > clkinv_1 > buf_4 > nand2b_1 > nand2_1 > a31oi_1 > a221o_1
end_kind = flip-flop
worst_path_largest_cell_delay_ns = 0.64
worst-path-max-fanout = 19

[clocking]
cts_tree = done
cts_resized = 0
hold_buffers = 0
cts-root-buf = clkbuf_8
clk_latency_ns = 0.34
cts_setup_buffers = 0
htree_num_levels = 3
cts.sinks = 69
clk_pin_slew_ns = 0.07
numCtsBuffers = 9
clockBufferDepth = 2

[route]
postRouteAntennaNets = 0
drc = 0
routed_via_density = 5.35
avgRoutedWirePerCell_um = 13.9
num_vias = 2503
drt-pass1-iter-count = 20
antenna_cells = 0
drtIter0Drc = 115
routed_wl_um = 6500

[die]
boundaryPins = 53
fp.dieH_um = 84.5
die_area_mm2 = 0.00714
rows = 29
coreArea_mm2 = 0.00646
initCoreUtil_pct = 52.7
die_w_um = 84.5

[synth]
syn_inst = 334
synth_dominant_cell_count = dfrtp_1
ys_ff = 69
synth_cell_types = 42
synthFlopType = dfrtp_1
async_flop_share_pct = 100
ys_area_mm2 = 0.00340
syn_area_mm2 = 0.00340
edf_count = 0
ys_warn_count = 1
ys_cells = 334
top_area_cell = dfrtp_1
synthTopCellsByCount = dfrtp_1, nor2_1, mux2i_1, nand2_1, o21ai_0
synth_area_per_cell_um2 = 10.2
area_leaders = dfrtp_1, mux2i_1, nor2_1
postSynthSeqShare_pct = 50.8
yosysTopAreaCellShare_pct = 50.0

[flow_run]
warning_count = 26
maxCapViolCount = 0

[place]
dp_hpwl_um = 4320
place.gp.congestion = 0.854
portBuffers = 52

[pwr]
power_w = 0.00135
power_density_mw_per_mm2 = 322
max-vdd-ir-drop_v = 0.000237
power_leakage_nw = 1.77

[min_path]
hold_path_class = in -> async

[status]
outcome = finished clean
==> where the power goes <==
part	leakage [nW]	switching (W)	internal (W)	total, W
Combinational	0.967	0.0000192	0.0000242	0.0000434
Sequential	0.704	0	0.000734	0.000734
Clock	0.0950	0.000272	0.000299	0.000571
Total	1.77	0.000292	0.00106	0.00135
==> worst paths after layout <==
path,from,to,depth (start not counted)
max,INI,A_reg[10]$_DFFE_PN0P_,8
min,reset,A_reg[11]$_DFFE_PN0P_,2
max reg2reg,A_reg[0]$_DFFE_PN0P_,A_reg[10]$_DFFE_PN0P_,8
min reg2reg,current_state[3]$_DFF_PN0_,current_state[2]$_DFF_PN0_,1
max in group asynchronous,reset,count[6]$_DFFE_PN0P_,3
min in group clk0,current_state[3]$_DFF_PN0_,current_state[2]$_DFF_PN0_,1
==> final cells by class <==
cell class                      instances  area, um^2  area share (%)
Sequential cell                        69        1730            41.3
Clock inverter                          6        65.1            1.55
Inverter                               14        52.6            1.26
Timing Repair Buffer                   58         561            13.4
Clock buffer                            9         124            2.96
Multi-Input combinational cell        235        1560            37.2
Tap cell                               77        96.3            2.30
==> kinds of logic after synthesis <==
logic type	after synthesis	share of synthesized area, %
AOI/OAI and AO/OA	62	12.5
xor gates and xnor gates	21	5.41
adders and majority gates	10	3.90
buffers and inverters	30	3.38
DFF	69	50.8
muxes	28	8.24
and+or+nand+nor	114	15.8
==> per-layer routing <==
layer | GRT usage [%] | part of all wire [%]
met3 | 4.88 | 5.7
met4 | 1.69 | 0.49
met5 | 0 | 0
met2 | 29.0 | 42
met1 | 36.0 | 52
==> worst max-delay path, delay by kind of cell <==
kind	cells	cell delay [ns]
buffers and inverters	3	1.01
AND/OR/NAND/NOR	3	0.61
AND-OR/OR-AND	2	0.32
==> cell usage in the layout (no fill, tap or decap), drive strengths merged, types with 2 or more instances in the layout <==
cell / netlist / layout
a211oi: 12 / 12
a21o: 4 / 4
a21oi: 14 / 14
a311oi: 2 / 2
a31o: 3 / 3
a31oi: 2 / 2
and3: 14 / 14
buf: 6 / 7
clkbuf: 10 / 9
clkdlybuf4s50: 0 / 51
clkinv: 0 / 5
dfrtp: 68 / 68
ha: 9 / 9
inv: 14 / 13
mux2i: 28 / 28
nand2: 22 / 22
nand2b: 3 / 3
nand3: 5 / 5
nand4: 6 / 6
nor2: 50 / 50
nor3: 4 / 4
o211ai: 2 / 2
o21a: 2 / 2
o21ai: 15 / 15
or2: 2 / 2
or3: 4 / 4
xnor2: 8 / 8
xor2: 13 / 13
==> through the flow <==
stage,cell area (um^2),setup slack [ns],std cells,hold WS (ns)
2_1_floorplan,3400,1.77,334,0.427
3_3_place_gp,4000,1.02,453,0.449
3_5_place_dp,4000,0.967,453,0.450
4_1_cts,4190,1.32,468,0.443
5_1_grt,4190,1.14,468,0.463
6_report,4190,1.31,468,0.439
Power and IR drop assume default switching activity.
